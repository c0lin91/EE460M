===== ./config.mk =====
export PLATFORM = sky130hd
export DESIGN_NAME = Plus3_Flow
export DESIGN_NICKNAME = Plus3_Flow
export VERILOG_FILES = /design/flow/design.v
export SDC_FILE = /design/flow/constraint.sdc
export NUM_CORES = 4
export LEC_CHECK = 1
export CORE_AREA = 10 10 70 70
export DIE_AREA = 0 0 80 80

===== ./design.v =====
module Plus3_Flow(X, CLK, S, V);
input X, CLK;
output S, V;
reg Q1, Q2, Q3;
initial
begin
   Q1 = 0;
   Q2 = 0;
   Q3 = 0;
end
always @(posedge CLK)
begin
   Q1 <= ((Q1 & ~Q2 & Q3) | (~Q1 & Q2 & Q3) | (~Q1 & Q2 & ~X));
   Q2 <= ((~Q1 & ~Q2 & ~X) | (~Q1 & ~Q2 & Q3) | (~Q1 & Q2 & X));
   Q3 <= ((~Q1 & X) | (~Q1 & Q2 & ~Q3) | (~Q1 & ~Q2 & Q3));
end
assign S = ((~Q1 & ~Q3 & ~X) | (Q2 & Q3 & ~X) 
            | (Q1 & ~Q2 & X) | (~Q2 & Q3 & X));
assign V = (Q1 & Q2 & Q3 & X);
endmodule

===== ./run.sh =====
#!/bin/bash
# OpenROAD 26Q1-2900-gdf79404cd8, Yosys 0.63+post, stock flow scripts
make -C /OpenROAD-flow-scripts/flow DESIGN_CONFIG=/design/flow/config.mk WORK_HOME=/design/flow/orfs finish

===== ./constraint.sdc =====
current_design Plus3_Flow

set clk_period 1.0
set clk_io_pct 0.2

create_clock -name clk0 -period $clk_period [get_ports {CLK}]

set non_clock_inputs [all_inputs -no_clocks]
set_input_delay [expr $clk_period * $clk_io_pct] -clock clk0 $non_clock_inputs
set_output_delay [expr $clk_period * $clk_io_pct] -clock clk0 [all_outputs]

==> impl_metrics.tcl <==
# place-and-route summary
set metrics [dict create \
    first_global_vias 247 \
    timing.final.ws_setup_ps -295 \
    cts_tree "done" \
    syn_area_per_cell_um2 7.76 \
    power_density_mw_per_mm2 3250 \
    log.warning_count 27 \
    fp-utilization 0.0454 \
    skew_ps 2.97 \
    netlist_top_cells_count "dfxtp_1 (3), nand2_1 (2), nor2_1 (2), o21ai_1 (2)" \
    layout-drive-gt1-share 0.657 \
    wire_per_inst_um 6.47 \
    leakage_nw 0.153 \
    total_power_mw 1.18 \
    r2r_setup_slack_ps -30 \
    min_to "Q2$_DFF_P_" \
    r2r_cells 5 \
    drt-pass1-iter-count 3 \
    yosys_cells 20 \
    avgViaCountPerCell 2.38 \
    start_kind "register" \
    die_h_um 80 \
    grt_use_total 0.0192 \
    synth_warnings 1 \
    r2r-start "Q3$_DFF_P_" \
    path_clk_slew_ps 40 \
    top_cells_by_area "dfxtp_1 (39%), mux2i_1 (6.5%), o21ai_1 (6.5%)" \
    clock_path_buffers 2 \
    ys_ff 3 \
    core_area_mm2 0.00342 \
    final.period_utilization 1.30 \
    path_max_fanout 6 \
    crit_arrival_ps 1100 \
    edf_count 0 \
    htreeDepth 1 \
    rows 21 \
    hold_viol 0 \
    drt_iter0_drc 1 \
    dieArea_mm2 0.00640 \
    slew_violations 0 \
    postSynthCellCount 20 \
    crit_type "reg -> out" \
    power.share.switching 0.337 \
    grt_max_degree 7 \
    clock_latency_ps 230 \
    violations "setup timing" \
    overflow 0 \
    diodes 0 \
    drt_wl_total_um 524 \
    cap_violations 0 \
    port_buffers 3 \
    setup_viol 4 \
    flop_cell "dfxtp_1" \
    fillers 406 \
    pwr-share-seq 0.206 \
    timing.rr.end "Q3$_DFF_P_" \
    grt_pass1_wl_um 993 \
    min_path_type "in -> reg" \
    power.switching_uw 396 \
    hp-start "X" \
    crit_path_end_kind "output pin" \
    p_int_uw 780 \
    period_needed_ps 1300 \
    num_vias 193 \
    finalNonFillerCells 81 \
    post-dp-hpwl_um 281 \
    ys_seq_share 0.387 \
    p_comb_frac 0.607 \
    vdd_drop_max_mv 1.12 \
    max_freq_mhz 772 \
    die_w_um 80 \
    antenna_left 0 \
    holdPathStages 4 \
    ys_types 15 \
    rsz0062_at_grt "yes" \
    post-route-drc-count 0 \
    antenna_found_initial 0 \
    cts_sinks 3 \
    status "finished with violations" \
    gp_congestion 0.669 \
    yosysTopAreaCell "dfxtp_1" \
    yosys-stat-area_um2 155 \
    power.share.clock 0.186 \
    numCtsBuffers 3 \
    top_area_frac 0.387 \
    synthArstFlopShare 0 \
    post-place-cells 72 \
    slew_headroom 0.882 \
    syn_to_final_growth_pct 133 \
    synthesis.area_um2 155 \
    root_buffer "clkbuf_4" \
    most_common_cell "dfxtp_1" \
    worstPathRequired_ps 800 \
    design.portCount 4 \
    worst_pin_slew_ps 176 \
]
-- flip-flops by register name, indices dropped and copies added, names as in the netlist --
signal  count
Q2          1
Q1          1
Q3          1
-- layout by cell type (no fill, tap or decap), types with 2 or more instances in the layout --
cell type | netlist | layout
buf_2 | 0 | 2
dfxtp_2 | 0 | 3
buf_4 | 1 | 6
o21ai_1 | 2 | 2
clkbuf_4 | 0 | 3
buf_6 | 0 | 4
-- power groups by stage --
stage     Sequential [mW]  Combinational (mW)  Clock, mW
5_1_grt             0.248               0.782      0.247
6_report            0.243               0.714      0.219
4_1_cts             0.241               0.657      0.235
-- final cells by class --
type                       instances  area (µm²)  share of cell area
clock buffer                       4        26.3              0.0727
inverter                           2        7.51              0.0208
multi-input combinational         13        97.6               0.270
sequential                         3        63.8               0.176
tap                               46        57.6               0.159
timing repair buffer              13         109               0.301
-- how the worst max path moves through the flow --
stage / start / to / slack (ps) / cells past startpoint
final: Q2$_DFF_P_ / S / -300 / 5
after global routing: Q3$_DFF_P_ / S / -390 / 5
after CTS: Q3$_DFF_P_ / S / -310 / 5
-- kinds of logic after synthesis --
family          Yosys count  share of synthesized area
compound gates            5                      0.194
xor+xnor                  1                     0.0565
simple gates              6                      0.169
buf+inv                   4                      0.129
mux                       1                     0.0645
flops                     3                      0.387
-- worst max-delay path: stages (launching register included) --
cell     delay (ps)
dfxtp_2         320
buf_6           110
buf_6           120
mux2i_1         130
o21ai_1          70
buf_2           110
-- per-stage QoR --
step / worst slack, ps / hold WS [ps] / setup TNS, ps / area [µm²] / util
floorplan: 2.00 / 361 / 0 / 155 / -
CTS: -314 / 481 / -692 / 353 / 0.103
finish: -295 / 508 / -523 / 362 / 0.106
global placement: -859 / 512 / -1890 / 268 / 0.0784
detailed placement: -876 / 527 / -2040 / 268 / 0.0784
global route: -386 / 545 / -769 / 362 / 0.106
-- timing repair --
item / in CTS / in global routing
pin swaps: 3 / 2
gates cloned: 0 / 0
setup endpoints to repair: 4 / 5
hold buffers: 0 / 0
setup buffers: 6 / 0
resized: 16 / 4
-- metal layers --
metal,track usage,part of all wire,up-vias
met2,0.0281,0.44,4
li1,-,-,97
met4,0.00704,0,0
met5,0,0,-
met1,0.0199,0.44,92
met3,0.0159,0.11,0
Power and IR drop assume default switching activity.
