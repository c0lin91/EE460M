`flow/config.mk`:
```
export PLATFORM = sky130hd
export DESIGN_NAME = Plus3_Struct
export DESIGN_NICKNAME = Plus3_Struct
export VERILOG_FILES = /design/flow/design.v
export SDC_FILE = /design/flow/constraint.sdc
export NUM_CORES = 4
export LEC_CHECK = 1
export CORE_AREA = 10 10 70 70
export DIE_AREA = 0 0 80 80
```
`flow/constraint.sdc`:
```
current_design Plus3_Struct

set clk_period 1.2
set clk_io_pct 0.2

create_clock -name clk0 -period $clk_period [get_ports {CLK}]

set non_clock_inputs [all_inputs -no_clocks]
set_input_delay [expr $clk_period * $clk_io_pct] -clock clk0 $non_clock_inputs
set_output_delay [expr $clk_period * $clk_io_pct] -clock clk0 [all_outputs]
```
`flow/design.v`:
```
module Plus3_Struct(X, CLK, S, V);
   input X, CLK;
   output S, V;
   wire Xn;
   wire ABnC, AnBC, AnBXn, AnBnXn, AnBnC, AnBX, AnX, AnBCn, AnCnXn, BCXn, ABnX, BnCX;
   wire D1, D2, D3;
   wire Q1, Q2, Q3, Q1n, Q2n, Q3n;
   Inverter1 I1(X, Xn);
   AND3 A1(Q1, Q2n, Q3, ABnC);
   AND3 A2(Q1n, Q2, Q3, AnBC);
   AND3 A3(Q1n, Q2, Xn, AnBXn);
   AND3 A4(Q1n, Q2n, Xn, AnBnXn);
   AND3 A5(Q1n, Q2n, Q3, AnBnC);
   AND3 A6(Q1n, Q2, X, AnBX);
   AND2 A7(Q1n, X, AnX);
   AND3 A8(Q1n, Q2, Q3n, AnBCn);
   AND3 A9(Q1n, Q3n, Xn, AnCnXn);
   AND3 A10(Q2, Q3, Xn, BCXn);
   AND3 A11(Q1, Q2n, X, ABnX);
   AND3 A12(Q2n, Q3, X, BnCX);
   OR3 O1(ABnC, AnBC, AnBXn, D1);
   OR3 O2(AnBnXn, AnBnC, AnBX, D2);
   OR3 O3(AnX, AnBCn, AnBnC, D3);
   DFF F1(D1, CLK, Q1, Q1n);
   DFF F2(D2, CLK, Q2, Q2n);
   DFF F3(D3, CLK, Q3, Q3n);
   OR4 O4(AnCnXn, BCXn, ABnX, BnCX, S);
   AND4 A13(Q1, Q2, Q3, X, V);
endmodule
module DFF(D, CLK, Q, Qn);
   input D, CLK;
   output reg Q, Qn;
   initial
   begin
      Q = 1'b0;
      Qn = 1'b1;
   end
   always @(posedge CLK)
   begin
      Q <= D;
      Qn <= ~D;
   end
endmodule
module OR3(A, B, C, O);
   input A, B, C;
   output O;
   assign O = (A | B | C);
endmodule
module OR4(A, B, C, D, O);
   input A, B, C, D;
   output O;
   assign O = (A| B | C | D);
endmodule
module AND2(A, B, O);
   input A, B;
   output O;
   assign O = A & B;
endmodule
module AND3(A, B, C, O);
   input A, B, C;
   output O;
   assign O = (A & B & C);
endmodule
module AND4(A, B, C, D, O);
   input A, B, C, D;
   output O;
   assign O = (A & B & C & D);
endmodule
module Inverter1(X, Xn);
   input X;
   output Xn;
   assign Xn = ~(X);
endmodule
```
`flow/run.sh`:
```
#!/bin/bash
# OpenROAD 26Q1-2900-gdf79404cd8, Yosys 0.63+post, stock flow scripts
make -C /OpenROAD-flow-scripts/flow DESIGN_CONFIG=/design/flow/config.mk WORK_HOME=/design/flow/orfs finish
```
==> run_results.csv <==
group,metric,value,unit
routing,first_pass_iters,4,
routing,wl_met3,45,µm
logic_synthesis,ys_sh_xor,0,%
logic_synthesis,synthCells,23,
routing,vias,217,
floorplanning,ios,4,
final_layout,logic_area,119,µm²
cts,cts_num_sinks,6,
cts,numCtsBuffers,3,
final_timing,finalSetupViolCount,2,
global_routing,grt_use_total,1.88,%
power,leakage,0.180,nW
final_timing,min_period,1.33,ns
worst_setup_path,worstRegToRegCells,5,
place,portBuffers,3,
run,maxCapViolations,0,
cts,ctsHoldBuffers,0,
global_routing,antenna_found_initial,0,
worst_setup_path,r2r-start,"F3.Q",
logic_synthesis,ys_area,221,µm²
worst_setup_path,critical_path_required,0.96,ns
worst_setup_path,cp.arrival,1.09,ns
routing,final_antenna_net_count,0,
floorplanning,fp.dieW,80,µm
global_routing,first_global_vias,215,
final_timing,period_used_share,111,%
logic_synthesis,synthAdderAreaFrac,0,%
logic_synthesis,yosysCellCount,23,
logic_synthesis,mux_share,0,%
final_layout,nFillCells,391,
logic_synthesis,netlist_area,221,µm²
routing,route.met2.wl,235,µm
routing,postRouteWirelength,586,µm
global_routing,grt_first_pass_wirelength,966,µm
logic_synthesis,synth.distinct_cells,14,
global_routing,grt_max_degree,8,
power,vdd_drop_max,0.489,mV
final_layout,layout_top_cell,"buf_4",
final_layout,layout-drive-gt1-share,66.7,%
worst_setup_path,rrSetupSlack,0.03,ns
cts,path_clk_slew,0.04,ns
routing,wl_met1,278,µm
cts,cts_buffer_depth,2,
cts,clock_latency,0.24,ns
worst_setup_path,crit_path_end,"S",
place,placed_cells,76,
final_timing,setup_slack,-0.126,ns
final_timing,hold_violations,0,
final_layout,fin_util,11.9,%
floorplanning,core_area,3420,µm²
worst_setup_path,crit_path_end_kind,"primary output",
routing,wl_per_cell,7.15,µm
final_layout,stdcell_count,82,
floorplanning,fp-row-count,21,
logic_synthesis,synth_seq_share,54.2,%
logic_synthesis,ys.warnings.count,1,
final_timing,slew_viol_final,0,
floorplanning,die_height,80,µm
final_timing,slew_headroom,84.6,%
final_timing,whs,0.532,ns
logic_synthesis,top_logic_kind,"simple AND/OR/NAND/NOR gates",
logic_synthesis,aoi_share,18.6,%
place,hpwl,343,µm
routing,vias_per_cell,2.65,
logic_synthesis,synth_flop_count,6,
worst_setup_path,critPathLaunchType,"flop",
logic_synthesis,synth_area_per_cell,9.63,µm²
final_timing,rsz0062_at_grt,"true",
cts,cts_root_buf,"clkbuf_4",
floorplanning,dieArea,6400,µm²
final_layout,mostFrequentLayoutCells,"6 x buf_4, 4 x nand2_2, 3 x dfxtp_1, 3 x clkbuf_4",
final_layout,area_growth,84.2,%
worst_setup_path,startpoint,"F3.Q",
logic_synthesis,yosys.area_share.simple,23.7,%
global_routing,grt_remaining_overflow,0,
routing,drt_iter0_drc,8,
routing,highest_layer,"met4",
final_timing,fmax,754,MHz
outcome,status,"finished with violations",
place,globalplace.congestion,0.764,
floorplanning,initCoreUtil,6.48,%
outcome,violations,"setup timing",
final_layout,seq_area,126,µm²
worst_hold_path,hp-class,"flop to flop",
worst_setup_path,r2r-end,"F2.Q",
routing,remaining_drc_errors,0,
worst_setup_path,cp_max_fo,3,
routing,antenna_cells,0,
worst_setup_path,critical_path_class,"flop to primary output",
run,warnings,27,
power,p_per_area,2650,nW/µm²
final_timing,clock_skew,0.00165,ns
cts,htreeDepth,1,
final_timing,max_slew.worst_pin.slew,0.229,ns
cts,cts_tree,"done",
worst max-delay path, cell delays in order, from the launching register on:
cell	delay [ns]
dfxtp_4	0.35
nand3_2	0.05
o21ai_1	0.06
a311o_1	0.27
buf_2	0.11
state kept, by name (all words and copies together) (netlist names):
name and cells:
F2.Q 1, F3.Q 1, F1.Qn 1, F1.Q 1, F3.Qn 1, F2.Qn 1
Yosys cell counts:
master,count,area (µm²)
nand3_1,1,5.00
and2_1,1,6.26
dfxtp_1,6,120
a311o_1,1,10.0
a221o_2,1,11.3
nor2_1,1,3.75
inv_1,2,7.51
and4_2,1,10.0
nand2b_1,1,6.26
o21ai_0,1,5.00
and3_1,1,6.26
a22o_1,1,8.76
a31oi_1,1,6.26
nand2_1,4,15.0
where the power goes:
part | internal [W] | switching [W]
registers | 0.000326 | 0.0000928
logic | 0.000305 | 0.000179
clock network | 0.000113 | 0.0000674
total | 0.000743 | 0.000340
kinds of logic after synthesis:
| logic type | after synthesis |
|---|---|
| flip-flops | 6 |
| buffers and inverters | 2 |
| AND/OR/NAND/NOR | 10 |
| AND-OR/OR-AND | 5 |
how the worst min path moves through the flow:
stage	slack [ns]	from	cells past startpoint	to
after global routing	0.55	F1.Qn	2	F2.Qn
after CTS	0.50	F1.Qn	2	F2.Qn
final	0.53	F1.Qn	2	F2.Qn
layout make-up:
| type | instances | area share [%] |
|---|---|---|
| tap | 46 | 14.1 |
| sequential | 6 | 31.0 |
| timing repair buffer | 10 | 18.4 |
| multi-input combinational | 15 | 29.1 |
| clock buffer | 3 | 5.52 |
| inverter | 2 | 1.84 |
repair_timing:
action	CTS	global route
endpoints found under the setup margin	3	4
resized	14	6
gates cloned	0	0
buffers inserted	2	1
pin swaps	3	4
per-layer routing:
metal  vias to the layer above  GRT usage, %
met4                         0          1.23
met3                         2          1.25
met5                         -             0
li1                        109             -
met2                         7          2.09
met1                        99          2.47
metrics by stage:
| stage | cell area, µm² | TNS (ns) | worst slack (ns) | total power [W] |
|---|---|---|---|---|
| after floorplan | 221 | 0 | 0.279 | 0.000533 |
| after global placement | 339 | -2.29 | -0.642 | 0.000704 |
| after detailed placement | 339 | -2.41 | -0.660 | 0.000719 |
| after CTS | 382 | -0.226 | -0.178 | 0.000978 |
| after global routing | 408 | -0.285 | -0.205 | 0.00119 |
| final | 408 | -0.162 | -0.126 | 0.00108 |
Power is estimated from default activity; no workload was simulated.
