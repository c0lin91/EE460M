--- ./config.mk ---
export PLATFORM = sky130hd
export DESIGN_NAME = controllerModule
export DESIGN_NICKNAME = controllerModule
export VERILOG_FILES = /design/flow/design.v
export SDC_FILE = /design/flow/constraint.sdc
export NUM_CORES = 4
export LEC_CHECK = 1
export CORE_UTILIZATION = 40
--- ./constraint.sdc ---
current_design controllerModule

set clk_period 13.5
set clk_io_pct 0.2

create_clock -name clk0 -period $clk_period [get_ports {CLK}]

set non_clock_inputs [all_inputs -no_clocks]
set_input_delay [expr $clk_period * $clk_io_pct] -clock clk0 $non_clock_inputs
set_output_delay [expr $clk_period * $clk_io_pct] -clock clk0 [all_outputs]
--- ./design.v ---
module BCD4(CLK, D1, D2, D3, D4, Q1, Q2, Q3, Q4, CLR, LOAD, ENABLE);
   input CLK, LOAD, CLR, ENABLE;
   input [3:0] D1, D2, D3, D4;
   output [3:0]Q1, Q2, Q3, Q4;
   wire CO;
   wire CO2, CO3, CO4, ENABLE2, ENABLE3, ENABLE4;
   BCDCounterA T1(CLK, D1, ENABLE, LOAD, 1'b0, 1'b1, Q1, CO);
   BCDCounterA T2(CLK, D2, ENABLE2, LOAD, 1'b0, 1'b1, Q2, CO2);
   BCDCounterA T3(CLK, D3, ENABLE3, LOAD, 1'b0, 1'b1, Q3, CO3);
   BCDCounterA T4(CLK, D4, ENABLE4, LOAD, 1'b0, 1'b1, Q4, CO4);
   assign ENABLE2 = (ENABLE && ((Q1 == 4'd0))) || (LOAD == 1);
   assign ENABLE3 = (ENABLE2 && ((Q2 == 4'd0))) || (LOAD == 1);
   assign ENABLE4 = (ENABLE3 && ((Q3 == 4'd0))) || (LOAD == 1);
endmodule
module Adder9999(S1, S2, S3, S4, Q1, Q2, Q3, Q4, binVal, Load);
input [3:0] Q1, Q2, Q3, Q4;
input [13:0] binVal;
input Load;
output reg [3:0] S1, S2, S3, S4;
integer i;
reg [3:0] thousand, hundred, ten, one;
reg [14:0] binSum;
always @ (posedge Load) begin
   binSum = (((Q1) + (Q2 * 10) + (Q3 * 100) + (Q4 * 1000) + binVal) > 9999) ? 9999 : ((Q1) + (Q2 * 10) + (Q3 * 100) + (Q4 * 1000) + binVal);
   thousand = 0;
   hundred = 0;
   ten = 0;
   one = 0;
   for(i = 13; i >=0; i = i - 1) begin
      if(thousand >= 5) begin
         thousand = thousand + 3;
      end
      if(hundred >= 5) begin
         hundred = hundred + 3;
      end
      if(ten >= 5) begin
         ten = ten + 3;
      end
      if(one >= 5) begin
         one = one + 3;
      end
      thousand = thousand << 1;
      thousand[0] = hundred[3];
      hundred = hundred << 1;
      hundred[0] = ten[3];
      ten = ten << 1;
      ten[0] = one[3];
      one = one << 1;
      one[0] = binSum[i];
      S4 = thousand;
      S3 = hundred;
      S2 = ten;
      S1 = one;
   end
end
endmodule
module BCDCounterA(CLK, D, ENABLE, LOAD, UP, CLR, Q, CO);
input CLK, ENABLE, LOAD, UP, CLR;
input [3:0] D;
output reg CO;
output reg [3:0] Q;
initial begin
	Q <= 4'd0;
	CO <= 1'b0;
end
always @ (posedge CLK) begin
	if(CLR == 1) begin
		if(LOAD == 1 && ENABLE == 1) begin
			Q <= D;
		end
		else if(LOAD == 0 && ENABLE == 1 && UP == 1) begin
			Q <= Q + 4'd1;
			if(Q == 4'd9) begin
				Q <= 4'd0;
				CO <= 1'b1;
			end
			else begin
				CO <= 1'b0;
			end
		end
		else if(LOAD == 0 && ENABLE == 1 && UP == 0) begin
			Q <= Q - 4'd1;
			if(Q == 4'd0) begin
				Q <= 4'd9;
				CO <= 1'b1;
			end
			else begin
				CO <= 1'b0;
			end
		end
	end
	else begin
		Q <= 4'd0;
	end
end
endmodule
module controllerModule(B0, B1, B2, B3, _4BCD, Q1, Q2, Q3, Q4, CLK);
   input B0, B1, B2, B3, CLK;
   output [15:0] _4BCD;
   reg CLR;
   reg [13:0] addTime;
   output [3:0] Q1, Q2, Q3, Q4;
   wire Enable;
   wire [3:0] S1, S2, S3, S4, D1, D2, D3, D4;
   reg Load;
   initial begin
      addTime = 0;
      CLR = 1;
   end
   always @ (B0, B1, B2, B3)
   begin
      if(B0) begin
         addTime <= 50;
         Load <= 1;
      end
      else if(B1) begin
         addTime <= 150;
         Load <= 1;
      end
      else if(B2) begin
         addTime <= 200;
         Load <= 1;
      end
      else if(B3) begin
         addTime <= 500;
         Load <= 1;
      end
      else begin
         addTime <= 0;
         Load <= 0;
      end
   end
   Adder9999 adder(S1, S2, S3, S4, Q1, Q2, Q3, Q4, addTime, Load);
   assign D1 = S1;
   assign D2 = S2;
   assign D3 = S3;
   assign D4 = S4;
   BCD4 bcd(CLK, D1, D2, D3, D4, Q1, Q2, Q3, Q4, CLR, Load, Enable);
   assign _4BCD = (Load) ? {S4, S3, S2, S1} : {Q4, Q3, Q2, Q1};
   assign Enable = ({Q4, Q3, Q2, Q1} > 0) || (Load);
endmodule
--- ./run.sh ---
#!/bin/bash
# OpenROAD 26Q1-2900-gdf79404cd8, Yosys 0.63+post, stock flow scripts
make -C /OpenROAD-flow-scripts/flow DESIGN_CONFIG=/design/flow/config.mk WORK_HOME=/design/flow/orfs finish
==> results.yml <==
# physical design summary
run_status:
  status: "completed"
setup_path:
  cp-end-kind: "primary output"
  r2r_slack_ns: 10.72
  critPathMaxStageDelay_ns: 0.53
  timing.rr.end: "bcd.T4.Q[3]"
  timing.rr.start: "bcd.T2.Q[2]"
  crit_slowest_cell: "clkdlybuf4s50_1"
  startpoint_type: "primary input"
  cp.required_ns: 10.80
  crit_buf_inv: 6
  worstPathArrival_ns: 5.13
  crit_type: "in2out"
  reg2reg_depth: 6
  cp_top_family: "buffers and inverters"
  crit_chain: "clkdlybuf4s50_1, nor2_1, inv_1, nor3_1, buf_4, inv_1, buf_4, nand2_1, o21ai_0, clkdlybuf4s50_1"
  cp_max_fo: 36
placement:
  dp_cells: 1109
  gp_congestion: 0.909
  io_buffers: 36
  pre_cts_ws_ns: 5.69
  hpwl_um: 13000
synth:
  yosysChipArea_mm2: 0.00701
  synth_area_per_cell_um2: 8.19
  syn-cell-area_mm2: 0.00701
  ys_seq_share_pct: 11.4
  numSynthFlops: 32
  yosys_warnings: 3
  synthArstFlopShare_pct: 0
  postSynthCellCount: 856
  edf_count: 16
  ys_cells: 856
  synth.distinct_cells: 106
  synthFlopType: "edfxtp_1"
cts:
  cts_max_path_buffers: 2
  cts_tree: "built"
  post_cts_resized: 0
  numCtsBuffers: 3
  clk_pin_slew_ns: 0.05
  cts_hold_buf: 0
  postCtsSetupBuffers: 0
  root_buffer: "clkbuf_16"
  clk_latency_ns: 0.24
  cts_max_level: 1
final_timing:
  fin_skew_ns: 0.00221
  setup_violations: 0
  max_freq_mhz: 128
  timing.final.crit_share_pct: 58.0
  finalWorstSetupSlack_ns: 5.67
  maxSlewViolCount: 0
  relSlewSlack_pct: 39.9
  hold_viol_final: 0
  unclocked_pins: 16
  holdWs_ns: 0.780
  untimed_endpoints: 16
  worstMarginPinSlew_ns: 0.897
  final.setup.tns_ns: 0
  min_period_ns: 7.83
  rsz0062_at_grt: "no"
floorplanning:
  io_pins: 37
  die-area_mm2: 0.0181
  core_mm2: 0.0172
  die-height_um: 134
  fp_util_pct: 40.7
  floorplan.rows: 48
  fp.dieW_um: 134
run:
  tool_warnings: 46
  maxCapViolCount: 0
routing:
  post_drt_wl_per_cell_um: 14.0
  drt-total-wl_um: 15600
  via_per_inst: 5.50
  vias: 6123
  post-route-drc-count: 0
  dr.first_iter.drc_count: 318
  ant_nets: 0
  num_antenna_cells: 0
  dr.pass1.iters: 5
final_layout:
  layout_top_cell: "inv_1"
  fillCellCount: 1701
  utilization_pct: 44.6
  layout_top_cells: "97 x inv_1, 85 x ha_1, 84 x nand2_1"
  instances_no_fill: 1113
  syn2layout_area_growth_pct: 9.69
  final_layout_size_suffix_gt1_share_pct: 9.01
hold_path:
  min_to: "bcd.T1.Q[0]"
  min_path_type: "reg2reg"
  worst_hold_path.num_cells: 1
  hold_start: "bcd.T1.Q[0]"
global_route:
  grt_pass1_vias: 5673
  gr-total-overflow: 0
  grt_pass1_wl_um: 26400
  antenna_found_initial: 0
  grt_max_degree: 37
  globalRouteTotalUtil_pct: 18.1
[logic make-up after synthesis]
| kind of cell | share of synthesized area, % |
|---|---|
| xor+xnor | 6.92 |
| mux | 4.75 |
| flops | 11.4 |
| simple gates | 18.3 |
| fa+ha+maj | 22.2 |
| compound gates | 30.1 |
| buf+inv | 6.35 |
| other cells | 0.0535 |
[per-stage QoR]
step           instance area [um2]
6_report                      7690
5_1_grt                       7690
4_1_cts                       7690
3_5_place_dp                  7610
3_3_place_gp                  7610
2_1_floorplan                 7020
[routing by layer]
layer	global-route usage, %	wire length (um)
met5	0	0
met1	26.6	7840
met4	0.874	36
met2	30.1	7170
met3	2.35	526
[layout make-up]
cell class	instances	area [um2]	area share (%)
Timing Repair Buffer	38	375	4.88
Clock buffer	3	75.1	0.976
Sequential cell	32	801	10.4
Multi-Input combinational cell	713	5770	75.1
Tap cell	225	282	3.66
Inverter	101	382	4.96
Clock inverter	1	3.75	0.0488
[synthesized netlist by cell type, drive strengths merged, types with 17 or more instances]
cell type / instances / area, um2
inv: 100 / 378
nand2: 86 / 328
ha: 85 / 1060
o21ai: 55 / 287
a21oi: 49 / 260
nor2: 49 / 186
xnor2: 28 / 283
fa: 24 / 480
xor2: 21 / 203
o21a: 18 / 135
a21o: 17 / 128
mux2i: 17 / 198
nand3: 17 / 85.1
nor3: 17 / 101
[sequential cells by signal (all words and copies together), names as in the netlist]
register,cells
bcd.T1.Q,4
adder.S4,4
bcd.T4.Q,4
bcd.T2.Q,4
adder.S2,4
adder.S3,4
adder.S1,4
bcd.T3.Q,4
[worst max-delay path by stage]
stage | from | end | slack, ns | cells after the start
4_1_cts | B1 | _4BCD[9] | 5.67 | 9
5_1_grt | B1 | _4BCD[11] | 5.39 | 9
6_report | B1 | _4BCD[5] | 5.67 | 10
